===== flow/design.v =====
module simple_alu_memory (
    input [1:0] A,           
    input [1:0] B,           
    input [1:0] ctrl,        
    input [1:0] addr,        
    input we,                
    output reg [3:0] y,      
    output reg c             
);
    reg [3:0] memory [0:3];  
    always @(*) begin
        c = 0;  
        case (ctrl)
            2'b00: begin  
                {c, y} = A + B;  
            end
            2'b01: begin  
                {c, y} = A - B;  
            end
            2'b10: begin  
                y = A * B;  
                c = 0;      
            end
            2'b11: begin  
                if (B != 0) begin
                    y = A / B;  
                    c = 0;      
                end else begin
                    y = 4'b0000;  
                    c = 1;        
                end
            end
            default: begin
                y = 4'b0000;  
            end
        endcase
        if (we) begin
            memory[addr] = y;  
        end
    end
endmodule

===== flow/run.sh =====
#!/bin/bash
# OpenROAD 26Q1-2900-gdf79404cd8, Yosys 0.63+post, stock flow scripts
make -C /OpenROAD-flow-scripts/flow DESIGN_CONFIG=/design/flow/config.mk WORK_HOME=/design/flow/orfs finish

===== flow/config.mk =====
export PLATFORM = sky130hd
export DESIGN_NAME = simple_alu_memory
export DESIGN_NICKNAME = simple_alu_memory
export VERILOG_FILES = /design/flow/design.v
export SDC_FILE = /design/flow/constraint.sdc
export NUM_CORES = 4
export LEC_CHECK = 1
export CORE_AREA = 10 10 70 70
export DIE_AREA = 0 0 80 80

===== flow/constraint.sdc =====
current_design simple_alu_memory

set clk_period 1.4
set clk_io_pct 0.2

create_clock -name clk0 -period $clk_period

set non_clock_inputs [all_inputs -no_clocks]
set_input_delay [expr $clk_period * $clk_io_pct] -clock clk0 $non_clock_inputs
set_output_delay [expr $clk_period * $clk_io_pct] -clock clk0 [all_outputs]

==> impl_results.rst <==
Implementation results
======================

.. list-table::
   :header-rows: 1

   * - Metric
     - Value
   * - Outcome
     - finished with violations
   * - Violated checks
     - negative setup slack
   * - Layout sequential cell count
     - 0
   * - Commonest cells post-synth
     - sky130_fd_sc_hd__ha_1 (12), sky130_fd_sc_hd__inv_1 (8), sky130_fd_sc_hd__o21ai_0 (6)
   * - Most prevalent standard cell on the critical path
     - sky130_fd_sc_hd__ha_4
   * - Number of cells traversed by the worst hold path
     - 5
   * - Port bufs
     - 11
   * - Routed WL
     - between 1000 and 1500 um
   * - Synth top cell by count
     - sky130_fd_sc_hd__ha_1
   * - Congestion Overflow GR
     - 0
   * - Clk network pwr share
     - 0%
   * - Setup crit start kind
     - input port
   * - Dominant cell type by area after synthesis
     - sky130_fd_sc_hd__ha_1
   * - FMAX
     - roughly 420 MHz
   * - Number of pins with negative max-slew slack in the final report
     - 0
   * - Leakage
     - 0.446 nW
   * - Crit Path Category
     - in2out
   * - Gpl congestion
     - 0.826
   * - Vias in the first global route
     - between 400 and 500
   * - Seq. cell area
     - 0 um2
   * - DIE WIDTH
     - about 80 um
   * - Switching Power
     - 128 uW
   * - Ant. Diodes
     - 0
   * - Cell area leaders
     - sky130_fd_sc_hd__ha_1 (35%), sky130_fd_sc_hd__fa_1 (9.3%), sky130_fd_sc_hd__o21ai_0 (7.0%), sky130_fd_sc_hd__inv_1 (7.0%), sky130_fd_sc_hd__nand2_1 (4.3%)
   * - Count of warnings emitted by yosys
     - 2
   * - # IOs
     - 14
   * - Worst min-delay path class
     - in2out
   * - Part of the Yosys area used for sequential elements
     - 0%
   * - Antenna viol nets, final
     - 0
   * - Fin. Hold Viols
     - 0
   * - Synth Instances
     - approximately 57
   * - Post-cts hold-fix buffer tally
     - 0
   * - Unrepaired setup endpoints after global routing
     - true
   * - Sw Ratio
     - around two fifths
   * - Routed len/inst
     - 9.67 um
   * - Buffer-and-inverter tally for the worst setup path
     - 3
   * - First-pass GRT wire length
     - between 2000 and 2500 um
   * - Data arrival, critical path
     - about 2.1 ns
   * - DR vias
     - 501
   * - Power per cell area
     - 333 nW/um2
   * - VDD IR max
     - a little under 100 uV
   * - Largest type area fraction
     - between 30% and 40%
   * - Total power
     - between 300 and 400 uW
   * - Maxcap violations
     - 0
   * - Number of design rule violations left after detail routing
     - 0
   * - Relative area change from synthesis to final layout
     - 126%
   * - Die Area
     - ~6400 um2
   * - CP peak stage delay
     - 0.32 ns
   * - Clock buffer count in the final layout
     - 0
   * - GRT Resource Usage Total
     - roughly 3.9%
   * - Initial antenna violation count
     - 0
   * - Critical path depth
     - 12
   * - Critical path's slowest cell
     - sky130_fd_sc_hd__mux2_4
   * - Final min period
     - roughly 2.4 ns
   * - Die y size
     - approximately 80 um
   * - Share of total power in sequential cells
     - 0%
   * - Detail-routed via count per cell
     - roughly 3.7
   * - Worst endpoint required time
     - 1.12 ns
   * - Kind of capture point of the worst setup path
     - output port
   * - Yosys stat cell total
     - between 50 and 60
   * - Average instance area after synthesis
     - around 7.6 um2
   * - Worst setup slack after layout
     - -0.970 ns
   * - Detail Placement HPWL
     - 885 um
   * - Cell internal power dissipation
     - slightly below 200 uW
   * - Total standard cell area after synthesis
     - 432 um2
   * - Total negative slack
     - -2.66 ns
   * - Final period utilization
     - 169%
   * - Total iterations of the first detailed-routing run
     - 3
   * - # setup viols final
     - 5
   * - Share of total power in combinational logic
     - 100.0%
   * - CP delay by family, top
     - AND-OR/OR-AND gates
   * - Maximum fanout count along the critical path
     - 3
   * - Starting density of the core
     - roughly 13%
   * - Placeable core area
     - 3420 um2
   * - Synthesis area per yosys
     - 432 um2
   * - Count of distinct cell types in the synthesized netlist
     - 23
   * - Std-Cell Rows
     - 21
   * - Proportion of layout cells with a drive suffix above 1
     - about two thirds
   * - Maximum number of pins on one net before global-route repair
     - 8
   * - Cell-by-cell trace of the critical path
     - buf_8 > inv_6 > ha_4 > nand2b_4 > a21oi_4 > o31a_1 > mux2_4 > ha_4 > o21ai_2 > nand4b_1 > o221a_2 > buf_2
   * - Number of design-rule violations left by the first detailed-router iteration
     - 6
   * - OpenROAD warning count
     - 43
cells in the final DEF (no fill, tap or decap), types with 3 or more instances in the layout:
master / n
sky130_fd_sc_hd__buf_4: 22
sky130_fd_sc_hd__inv_4: 3
sky130_fd_sc_hd__buf_8: 4
sky130_fd_sc_hd__o21ai_0: 3
sky130_fd_sc_hd__ha_4: 9
sky130_fd_sc_hd__nand2_1: 4
cell type report:
type,count,area (um2)
fill,349,2440
inverter,8,47.5
multi-input combinational,48,561
tap,46,57.6
timing repair buffer,35,308
what timing repair did:
item | 4_1_cts | 5_1_grt
endpoints found under the setup margin | 5 | 5
setup buffers | 6 | 4
pin swaps | 8 | 8
endpoints found under the hold margin | 0 | 0
gates resized | 50 | 31
metal layers:
layer / vias to the layer above / global-route usage, % / share of wire [%]
li1: 258 / - / -
met1: 240 / 5.66 / 49
met2: 3 / 6.34 / 48
met3: 0 / 0.341 / 2.3
met4: 0 / 0 / 0
met5: - / 0 / 0
tightest hold or removal path, stage by stage:
cell and delay, ns:
sky130_fd_sc_hd__buf_8 0.08, sky130_fd_sc_hd__buf_6 0.12, sky130_fd_sc_hd__o21ai_0 0.08, sky130_fd_sc_hd__o211a_1 0.12, sky130_fd_sc_hd__dlymetal6s2s_1 0.13
path summary, 6_finish.rpt:
| check | from | to | slack (ns) |
|---|---|---|---|
| setup / recovery | A[1] | y[0] | -0.97 |
| hold / removal | B[0] | c | 1.08 |
logic make-up after synthesis:
logic type,synth area share (%)
buffers and inverters,8.98
xor gates and xnor gates,2.03
muxes,5.80
other,0.869
AOI/OAI and AO/OA,20.0
and+or+nand+nor,18.3
adders and majority gates,44.1
through the flow:
step	setup WS, ns	area, um2	hold WS, ns	std cells	utilization, %
floorplan	-0.874	435	0.704	58	-
global placement	-1.93	699	1.66	127	20.5
detailed placement	-1.96	699	1.66	127	20.5
CTS	-0.995	847	1.25	133	24.8
global route	-1.06	973	1.13	137	28.5
finish	-0.970	973	1.08	137	28.5
power by group through the flow:
stage	Combinational, mW	Sequential [mW]	Clock [mW]
CTS	0.277	0	0
global route	0.358	0	0
finish	0.325	0	0
Power figures rest on the tool's default switching activity, not on a simulated workload.
