==> /design/flow/design.v <==
module cm(
    input [2:0] R0, R1, R2,
    input [1:0] opcode,
    output reg [2:0] R_EXTRA
);
    always @(*) begin
        case (opcode)
            2'b00: R_EXTRA = R1 + R2;
            2'b01: R_EXTRA = R1 - R2;
            2'b10: R_EXTRA = R1 & R0;
            2'b11: R_EXTRA = R1 | R0;
            default: R_EXTRA = 3'b000;
        endcase
    end
endmodule
==> /design/flow/run.sh <==
#!/bin/bash
# OpenROAD 26Q1-2900-gdf79404cd8, Yosys 0.63+post, stock flow scripts
make -C /OpenROAD-flow-scripts/flow DESIGN_CONFIG=/design/flow/config.mk WORK_HOME=/design/flow/orfs finish
==> /design/flow/config.mk <==
export PLATFORM = sky130hd
export DESIGN_NAME = cm
export DESIGN_NICKNAME = cm
export VERILOG_FILES = /design/flow/design.v
export SDC_FILE = /design/flow/constraint.sdc
export NUM_CORES = 4
export LEC_CHECK = 1
export CORE_AREA = 10 10 70 70
export DIE_AREA = 0 0 80 80
==> /design/flow/constraint.sdc <==
current_design cm

set clk_period 2.3
set clk_io_pct 0.2

create_clock -name clk0 -period $clk_period

set non_clock_inputs [all_inputs -no_clocks]
set_input_delay [expr $clk_period * $clk_io_pct] -clock clk0 $non_clock_inputs
set_output_delay [expr $clk_period * $clk_io_pct] -clock clk0 [all_outputs]
==> impl_metrics.py <==
# Synthesis and PnR figures
metrics = {
    "placement": {
        "dpl_cell_area_um2": 458,
        "hpwl_um": 711,
        "dp_cells": 91,
        "pre_cts_ws_ps": -1030,
        "routabilityCongestion": 0.700,
        "port_buffers": 14,
    },
    "pwr": {
        "ir_drop_v": 0.0000247,
        "power.leakage_nw": 0.181,
        "powerDensity_nw_per_um2": 188,
        "p_total_uw": 90.3,
    },
    "timing": {
        "period_needed_ps": 2480,
        "relSlewSlack": 0.832,
        "max_clock_freq_mhz": 402,
        "setup-tns-final_ps": -185,
        "report.final.setup_viol": 1,
        "grt_setup_unrepaired": "true",
        "slew_violations": 0,
        "hold_viol": 0,
        "postLayoutSetupSlackWorst_ps": -185,
        "tightestPinTransition_ps": 248,
        "fin_crit_sh": 1.08,
    },
    "route": {
        "drc": 0,
        "wl_per_cell_um": 8.67,
        "ant_nets": 0,
        "vias_per_cell": 2.87,
        "wl_um": 789,
        "drt_iter0_drc": 6,
        "vias": 261,
        "antennaDiodeCount": 0,
        "drtPass1Iterations": 2,
    },
    "grt": {
        "grtUsageTotal": 0.0248,
        "grt_antenna_before_repair": 0,
        "grt_pass1_wl_um": 1280,
        "grt_max_degree": 11,
        "grt_remaining_overflow": 0,
        "grt_pass1_vias": 261,
    },
    "job": {
        "max_cap_viol_count": 0,
        "warning_count": 34,
    },
    "synth": {
        "syn-cell-area_um2": 239,
        "seq_area_frac_synth": 0,
        "avgSynthCellArea_um2": 7.97,
        "yosys-stat-area_um2": 239,
        "synth.distinct_cells": 24,
        "syn_inst": 30,
        "ys_cells": 30,
        "synth_warnings": 1,
    },
    "setup_path": {
        "crit_required_ps": 1840,
        "worstPathCellList": "buf_8, inv_4, ha_4, mux2i_2, fa_2, xnor2_4, o211ai_2, or3b_1, buf_2",
        "critPathArrivalTime_ps": 2020,
        "cp-end-kind": "output pin",
        "crit_buf_inv": 3,
        "critical-path-top-delay-family": "adder cells",
        "cp_max_fo": 3,
        "crit_path_top_delay_cell": "fa_2",
        "critPathLaunch": "R2[1]",
        "start_kind": "input pin",
        "critPathMaxStageDelay_ps": 390,
        "critPathKind": "input pin to output pin",
    },
    "cells_and_area": {
        "drive_gt1_frac": 0.489,
        "layout_top_cell": "clkdlybuf4s50_1",
        "final_cells": 91,
        "clkbuf_count": 0,
        "lay_top_cells": "clkdlybuf4s50_1 (6), buf_2 (5), buf_4 (3)",
        "seq_cells": 0,
        "flop_area_um2": 0,
        "design_area_um2": 480,
        "synthToLayoutAreaGrowth_pct": 101,
    },
    "floorplanning": {
        "die_w_um": 80,
        "fp_util": 0.0700,
        "chipHeight_um": 80,
        "io_pins": 14,
        "rows": 21,
        "core_um2": 3420,
        "die_area_um2": 6400,
    },
    "hold_path": {
        "min-delay-start": "opcode[1]",
        "hold_path_class": "input pin to output pin",
    },
    "status": {
        "violations": "negative setup slack",
        "status": "finished with violations",
    },
    "clock_tree": {
        "cts_hold_buf": 0,
        "cts_setup_buffers": 0,
    },
}
[worst paths after layout]
kind / endpoint / depth (start not counted)
setup / recovery: R_EXTRA[2] / 9
hold / removal: R_EXTRA[1] / 4
[cell type report]
class,instances,area [um^2]
fillers,392,2940
multi-input cells,24,256
repair buffers,17,146
inverters,4,20.0
well taps,46,57.6
[where the power goes]
part	internal [mW]	leakage (nW)	switching (mW)	total, mW
Clock	0	0	0	0
Sequential	0	0	0	0
Combinational	0.0565	0.181	0.0338	0.0903
Total	0.0565	0.181	0.0338	0.0903
[what timing repair did]
| action | 4_1_cts | 5_1_grt |
|---|---|---|
| hold endpoints to repair | 0 | 0 |
| pin swaps | 6 | 0 |
| resized | 38 | 2 |
| endpoints found under the setup margin | 3 | 2 |
[through the flow]
stage | hold WS (ps) | util
final | 1460 | 0.141
after floorplan | 1010 | -
after global placement | 1890 | 0.134
after global routing | 1500 | 0.141
after detailed placement | 1900 | 0.134
after CTS | 1470 | 0.136
[tightest hold or removal path: stages]
cell	delay, ps
buf_2	120
buf_4	170
mux2_4	160
buf_2	80
[cells by family (layout without fill, tap and decap cells)]
kind of cell / after synthesis / after routing / synth area share
buf+inv: 6 / 21 / 0.131
mux: 2 / 2 / 0.0890
fa+ha+maj: 4 / 4 / 0.230
xor+xnor: 1 / 1 / 0.0367
compound gates: 6 / 6 / 0.183
simple gates: 11 / 11 / 0.330
[layer usage]
metal / global-route usage / wire length (um) / vias to the layer above
met4: 0 / 0 / 0
li1: - / - / 139
met3: 0 / 0 / 0
met2: 0.0618 / 578 / 0
met5: 0 / 0 / -
met1: 0.0199 / 211 / 122
[synth_stat cells]
master,number,area [um^2]
o21ai_0,1,5.00
mux2i_1,1,10.0
or4_4,1,11.3
nand3b_1,1,7.51
nor4b_1,1,8.76
mux2_2,1,11.3
nor2b_1,1,6.26
nor3b_1,2,15.0
fa_1,1,20.0
nor2b_2,1,8.76
o211ai_1,1,7.51
a31oi_1,1,6.26
nand2_1,2,7.51
o211ai_2,1,12.5
maj3_1,1,10.0
buf_6,1,11.3
a21oi_1,1,5.00
buf_2,1,5.00
nand3_1,1,5.00
inv_1,4,15.0
or3b_1,1,8.76
ha_1,2,25.0
xnor2_1,1,8.76
o31ai_1,1,7.51
Power is estimated from default activity; no workload was simulated.
