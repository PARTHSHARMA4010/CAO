==> flow/design.v <==
module simple_alu (
    input [1:0] A,         
    input [1:0] B,          
    input [1:0] ctrl,       
    output reg [3:0] y,
    output reg c    
);
    always @(*) begin
        c = 0;
        case (ctrl)
            2'b00: begin  
                {c, y} = A + B; 
            end
            2'b01: begin  
                {c, y} = A - B; 
            end
            2'b10: begin  
                y = A * B; 
                c = 0;     
            end
            2'b11: begin 
                if (B != 0) begin
                    y = A / B; 
                    c = 0;     
                end else begin
                    y = 4'b0000; 
                    c = 1;  
                end
            end
            default: begin
                y = 4'b0000;  
            end
        endcase
    end
endmodule
==> flow/run.sh <==
#!/bin/bash
# OpenROAD 26Q1-2900-gdf79404cd8, Yosys 0.63+post, stock flow scripts
make -C /OpenROAD-flow-scripts/flow DESIGN_CONFIG=/design/flow/config.mk WORK_HOME=/design/flow/orfs finish
==> flow/config.mk <==
export PLATFORM = sky130hd
export DESIGN_NAME = simple_alu
export DESIGN_NICKNAME = simple_alu
export VERILOG_FILES = /design/flow/design.v
export SDC_FILE = /design/flow/constraint.sdc
export NUM_CORES = 4
export LEC_CHECK = 1
export CORE_AREA = 10 10 70 70
export DIE_AREA = 0 0 80 80
==> flow/constraint.sdc <==
current_design simple_alu

set clk_period 1.1
set clk_io_pct 0.2

create_clock -name clk0 -period $clk_period

set non_clock_inputs [all_inputs -no_clocks]
set_input_delay [expr $clk_period * $clk_io_pct] -clock clk0 $non_clock_inputs
set_output_delay [expr $clk_period * $clk_io_pct] -clock clk0 [all_outputs]
==> flow.log <==
[report] extracting results
[metrics] worst supply voltage drop on vdd: 0.107 mV
[metrics] simple logic cell fraction of the synthesized area: 18.3%
[metrics] Critical Path RT: between 0.8 and 0.9 ns
[metrics] proportion of layout cells with a drive suffix above 1: a little under two thirds
[metrics] sum of internal, switching and leakage power: approximately 380 µW
[metrics] effective utilization at floorplan: between 10% and 20%
[metrics] top cell type by total area after synthesis: sky130_fd_sc_hd__ha_1
[metrics] Leak: 0.401 nW
[metrics] io pins: 11
[metrics] weighted congestion reported at the end of routability-driven placement: around 0.74
[metrics] clock group share of total power: 0%
[metrics] total number of vias: 482
[metrics] Syn-to-layout area delta: 110%
[metrics] fraction of power spent switching nets: around two fifths
[metrics] final worst path period share: 205%
[metrics] number of cells in the yosys synthesis report: roughly 57
[metrics] cell internal pwr: 229 µW
[metrics] number of placed instances, taps included: around 130
[metrics] count of synthesis-stage warnings from yosys: 1
[metrics] adder and majority cell fraction of the synthesized area: between 40% and 50%
[metrics] AND-OR/OR-AND share of the synthesized area: between 20% and 30%
[metrics] hold crit path type: primary input to primary output
[metrics] synthesized chip area reported by yosys: between 400 and 500 µm²
[metrics] most common cell in the synthesized netlist: sky130_fd_sc_hd__ha_1
[metrics] antenna-violating nets left: 0
[metrics] Top cells by area: sky130_fd_sc_hd__ha_1 35%, sky130_fd_sc_hd__fa_1 9.3%, sky130_fd_sc_hd__o21ai_0 7.0%
[metrics] run status: complete, but fails checks
[metrics] count of clock buffers in the final design: 0
[metrics] total gr overflow: 0
[metrics] Seq share, synth: 0%
[metrics] DRC violation count after routing: 0
[metrics] worst-path cell chain: buf_12 -> inv_6 -> ha_4 -> nand2b_4 -> a21oi_4 -> o31a_1 -> mux2_4 -> ha_4 -> o21ai_2 -> nand4b_1 -> o221a_2 -> buf_2
[metrics] global-route usage over all layers: roughly 4.1%
[metrics] DP Wirelength: 884 µm
[metrics] switching power summed over all nets: around 150 µW
[metrics] average instance area after synthesis: around 7.6 µm²
[metrics] post-route worst setup slack: -1.15 ns
[metrics] Dominant cell area share: about a third
[metrics] main logic family after synthesis: adder cells
[metrics] post-synthesis mux area share: between 5 and 6%
[metrics] count of final max-slew check failures: 0
[metrics] sequential group share of total power: 0%
[metrics] combinational fraction of design power: around 100%
[metrics] mean number of vias per cell: 3.65
[metrics] Final Util: between 20% and 30%
[metrics] number of antenna violations at the first check in global routing: 0
[metrics] crit path capture type: primary output
[metrics] FF/Latch Area: 0 µm²
[metrics] buffers added on ports: 11
[metrics] non-filler instance count after layout: approximately 130
[metrics] vias in the first global route: around 500
[metrics] most instantiated cells after synthesis: 12 x sky130_fd_sc_hd__ha_1, 8 x sky130_fd_sc_hd__inv_1, 6 x sky130_fd_sc_hd__o21ai_0
[metrics] shortest clock period the worst path allows after layout: between 2 and 2.5 ns
[metrics] Cell variety after synth: 23
[metrics] flip-flop and latch count: 0
[metrics] row cnt: 21
[metrics] logic area: 538 µm²
[metrics] number of filler cells placed in the layout: around 360
[metrics] Setup Total Neg Slack: -3.51 ns
[metrics] Hold Violations, Final: 0
[metrics] Final setup violation count: 5
[metrics] total wire length after detailed routing: roughly 1.3 mm
[metrics] Post-Synth XOR/XNOR Area: 2.03%
[metrics] WP buf/inv: 3
[metrics] post-placement worst setup slack: -2.18 ns
[metrics] Synth Instances: ~57
[metrics] pin count of the biggest net entering global routing: 7
[metrics] final antenna diode count: 0
[metrics] startpoint kind of the worst setup timing path: primary input
[metrics] Max stage delay cell, worst path: sky130_fd_sc_hd__mux2_4
[metrics] number of max-cap violations: 0
[metrics] Largest delay share family, worst path: AND-OR/OR-AND gates
[metrics] critical path's most frequent cell: sky130_fd_sc_hd__ha_4
[metrics] Syn Std Cell Area: roughly 430 µm²
[metrics] highest clock frequency the design can meet: roughly 440 MHz
[metrics] y dimension of the die: ~80 µm
[metrics] stage delay of the slowest cell on the critical path: 0.32 ns
[metrics] DR iter-0 viols: 16
[metrics] area of the die: 6400 µm²
[metrics] number of iterations in the first detailed-routing pass: 4
[metrics] data arrival at the endpoint of the critical path: between 2 and 2.5 ns
[metrics] drt wl/cell: between 9 and 10 µm
[metrics] power density over the cells: about 420 nW/µm²
[metrics] startpoint-to-endpoint class of the critical path: primary input to primary output
[metrics] number of warnings in the stage logs: ~40
[metrics] Core Box Area: between 3000 and 4000 µm²
[metrics] wire length of the first global-routing pass: around 2.3 mm
[metrics] die width: roughly 80 µm
[metrics] Critical Path Fanout Max: 4
[metrics] RSZ-0062 raised after global routing: true
[metrics] violations in the final reports: negative setup slack
[kinds of logic (layout without fill, tap and decap cells)]
logic type	count (synthesis)	after routing
fa+ha+maj	14	14
other cells	1	2
buf+inv	10	38
simple gates	16	16
compound gates	13	13
xor+xnor	1	1
mux	2	2
[layer usage]
metal,vias to the layer above,share of wire [%],GRT usage (%)
li1,251,-,-
met1,226,50,5.72
met2,5,47,6.58
met3,0,3.4,0.682
met4,0,0,0.176
met5,-,0,0
[path summary, 6_finish.rpt]
path  start  endpoint  slack [ns]  cells after the start
max    A[1]      y[0]       -1.15                     12
min    B[1]         c        0.96                      5
[power by group through the flow]
stage / clock network, mW / logic (mW) / registers (mW)
global route: 0 / 0.429 / 0
CTS: 0 / 0.356 / 0
finish: 0 / 0.383 / 0
[through the flow]
stage                     hold slack (ns)  area, µm²
after global placement               1.55        684
after CTS                           0.961        882
after floorplan                     0.584        435
final                               0.956        907
after detailed placement             1.55        684
after global routing                0.999        907
[final cells by class]
type                            instances  share of cell area (%)
Timing Repair Buffer                   30                    29.4
Inverter                                8                    4.97
Multi-Input combinational cell         48                    59.3
Tap cell                               46                    6.34
[layout by cell type (no fill, tap or decap), types with 2 or more instances in the layout]
| cell type | netlist | final |
|---|---|---|
| sky130_fd_sc_hd__buf_2 | 1 | 4 |
| sky130_fd_sc_hd__buf_4 | 0 | 15 |
| sky130_fd_sc_hd__buf_6 | 0 | 5 |
| sky130_fd_sc_hd__buf_8 | 0 | 2 |
| sky130_fd_sc_hd__conb_1 | 1 | 2 |
| sky130_fd_sc_hd__dlygate4sd2_1 | 0 | 2 |
| sky130_fd_sc_hd__ha_1 | 12 | 2 |
| sky130_fd_sc_hd__ha_2 | 0 | 3 |
| sky130_fd_sc_hd__ha_4 | 0 | 7 |
| sky130_fd_sc_hd__inv_1 | 8 | 2 |
| sky130_fd_sc_hd__inv_2 | 0 | 2 |
| sky130_fd_sc_hd__inv_4 | 0 | 2 |
| sky130_fd_sc_hd__inv_6 | 0 | 2 |
| sky130_fd_sc_hd__nand2_1 | 5 | 4 |
| sky130_fd_sc_hd__nand2b_4 | 0 | 2 |
| sky130_fd_sc_hd__nor2_1 | 4 | 2 |
| sky130_fd_sc_hd__nor2_2 | 0 | 2 |
| sky130_fd_sc_hd__o21ai_0 | 6 | 3 |
| sky130_fd_sc_hd__o21ai_1 | 0 | 2 |
[repair_timing]
action / CTS / global route
pin swaps: 11 / 9
hold endpoints to repair: 0 / 0
endpoints found under the setup margin: 5 / 5
gates resized: 75 / 7
setup buffers: 7 / 2
cloned: 0 / 0
hold buffers: 0 / 0
No activity file was given, so power comes from the tool's default toggle rates.
